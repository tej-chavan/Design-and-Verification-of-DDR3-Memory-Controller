## flow/config.mk

```make
export PLATFORM = sky130hd
export DESIGN_NAME = WriteBurst
export DESIGN_NICKNAME = WriteBurst
export VERILOG_FILES = /design/flow/design.v
export SDC_FILE = /design/flow/constraint.sdc
export NUM_CORES = 4
export LEC_CHECK = 1
export CORE_AREA = 10 10 92 92
export DIE_AREA = 0 0 102 102
```

## flow/constraint.sdc

```tcl
current_design WriteBurst

set clk_period 1.1
set clk_io_pct 0.2

create_clock -name clk0 -period $clk_period [get_ports {clock}]

set non_clock_inputs [all_inputs -no_clocks]
set_input_delay [expr $clk_period * $clk_io_pct] -clock clk0 $non_clock_inputs
set_output_delay [expr $clk_period * $clk_io_pct] -clock clk0 [all_outputs]
```

## flow/design.v

```verilog
module WriteBurst #(parameter BW=8)(       
	input  logic        clock    ,         
	input  logic        reset    ,         
	input  logic [2*BW-1:0] data     ,     
	input  logic        valid_in ,         
	output logic [BW-1:0] out      ,       
	output logic        valid_out          
);
	logic [BW-1:0] temp1;                  
	logic [BW-1:0] temp2;                  
	logic valid_out1,valid_out2;           
	assign out = (clock) ? temp2 : temp1;            
	assign valid_out = (valid_out1 & valid_out2);    
	always_ff @(negedge clock) begin : proc_valid1  
		if(reset) begin                              
			valid_out1 <= 0;
		end else begin                              
			valid_out1 <= valid_in;                  
		end
	end
	always_ff @(posedge clock) begin : proc_valid2   
		if(reset) begin                              
			valid_out2 <= 0;
		end else begin
			valid_out2 <= valid_in;                  
		end
	end
	always @ (posedge clock) begin             
		if(valid_in)
			temp1 <= data[BW-1:0];
	end
	always @ (negedge clock) begin             
		if(valid_in)
			temp2 <= data[2*BW-1:BW];
	end
endmodule:WriteBurst
```

## flow/run.sh

```bash
#!/bin/bash
# OpenROAD 26Q1-2900-gdf79404cd8, Yosys 0.63+post, stock flow scripts
make -C /OpenROAD-flow-scripts/flow DESIGN_CONFIG=/design/flow/config.mk WORK_HOME=/design/flow/orfs finish
```

==> run summary <==
Implementation results. The run finished, with violations left. The checks that failed: setup timing. STA puts the critical path data arrival time at 1.72 ns.

Via count of the routed design landed at 445. Number of library cell types mapped by synthesis landed at 7. Via count of the first global-routing pass landed at 556. Area fraction in mux cells landed at 0.180. After routing, the total negative slack on setup checks comes to -7.23 ns. Routed wire length landed at 1710 um. Data required time at the worst endpoint landed at 0.88 ns. Fraction of layout instances using a drive strength above 1 landed at 0.425. Warnings raised by the tools during the run amount to 44.

The worst setup path is launched from a flop. Die width landed at ~100 um. The library cells used most frequently in the layout, excluding fill and tap cells, are sky130_fd_sc_hd__clkdlybuf4s50_1 (17), sky130_fd_sc_hd__edfxtp_1 (16), sky130_fd_sc_hd__inv_1 (9), sky130_fd_sc_hd__mux2_4 (8), sky130_fd_sc_hd__clkbuf_8 (8). For this configuration, the core starts out at a cell density of 0.103. First-iteration detailed-routing DRC count landed at 33. The most critical setup path has its startpoint at temp2[6]$_DFFE_NP_. Number of instances in the synthesized netlist landed at 30. Area of the die landed at 10400 um^2.

In the final layout, the fill cell count is 675. Number of cell instances after yosys synthesis landed at 30. The worst setup path is captured at a primary output. The floorplan report gives the top-level pin count as 28. The script logs the ratio of routed vias to standard cells as roughly 2.8. Power density relative to cell area landed at 2260 nW/um^2. Non-filler instance count after layout landed at 157. Per the run summary, max-cap violations total 0.

The initial antenna violation count came to 0. Headroom to the max-slew limit landed at 0.918. STA lists the startpoint of the worst hold path as data[7]. The synthesized netlist occupies a cell area of 668 um^2. Placement-stage cell area landed at roughly 1000 um^2. After detailed routing, the average wire length per cell comes to 10.9 um.

Transition time at the pin with the least slew margin landed at 0.123 ns. Total placed cells including tap cells landed at 134. Highest net fanout along the worst path landed at 1. After floorplanning, the core was divided into 29 placement rows. Setup repair after global routing could not meet its margin everywhere. Final critical-path setup slack landed at -0.840 ns. For reference, the final report shows the hold violation count at 0.

Max-slew violation count landed at 0. For reference, the top logic cell family by area is multiplexers. Once synthesis finished, the tally of register bits stood at 18. Total number of yosys warnings landed at 1. Per the power-grid run, VDD falls by no more than 0.573 mV.

Across the whole layout, storage elements account for 520 um^2. Across all hold checks on the routed design, the worst slack comes to 0.412 ns. The global routing report lists combined usage of all routing layers as 0.0324.

The placement report lists the number of port buffers as 27. The area growth from synthesis to layout is 88.8%. Area of the multi-input gates landed at ~130 um^2. Count of TritonRoute iterations in the first routing pass landed at 4.

The script extracted a total leakage power of roughly 0.53 nW. Per Yosys stat, the portion of area used by sequential elements is 0.779. The first global-routing pass estimated roughly 2500 um of wire. Total DRC errors in the routed layout landed at 0. Of the total synthesized cell area, the portion taken by AND, OR, NAND and NOR gates is 0.0187. For this run, the script counts the antenna cells in the layout as 0. The library cell used most frequently in the layout, excluding fill and tap cells, is sky130_fd_sc_hd__clkdlybuf4s50_1.

Weighted congestion reported at the end of routability-driven placement landed at 0.711. Count of final setup violators landed at 9. The core region is 6460 um^2.

Total congestion overflow landed at 0. Synthesized area per cell landed at 22.3 um^2. Per the post-route antenna check, the number of violating nets is 0. Chip area estimate from yosys synthesis landed at 668 um^2. Once layout is done, the placed cells without fillers occupy between 1000 and 1500 um^2. The registers of the reported paths see a clock transition of 0.07 ns.

The worst setup path is of the flop to primary output kind. According to the hold report, the worst path is of the input pin to flop type. Pre-CTS worst setup slack landed at -0.658 ns.

Arithmetic-cell share of the synthesized area counting full adders, half adders and majority gates landed at 0. Share of the synthesized netlist area taken by xor and xnor gates landed at 0. Final design utilization landed at 0.195. TritonCTS built the clock tree.

Synthesized-area fraction occupied by ao, oa, aoi and oai cells landed at 0. According to the floorplan report, the die height is 102 um. Total power landed at 2.86 mW. Largest net degree at the start of global routing landed at 11.
## timing repair
item / in CTS / in global routing
resized: 42 / 1
setup endpoints to repair: 18 / 9
buffers inserted: 6 / 0
hold buffers: 0 / 0
gates cloned: 1 / 0
## worst max-delay path, cell delays in order (launching register included)
cell and delay, ns:
sky130_fd_sc_hd__edfxtp_1 0.35, sky130_fd_sc_hd__mux2_4 0.27, sky130_fd_sc_hd__buf_6 0.11
## synthesized netlist by cell type
| cell type | number | share of area |
|---|---|---|
| sky130_fd_sc_hd__edfxtp_1 | 16 | 0.72 |
| sky130_fd_sc_hd__mux2_4 | 8 | 0.18 |
| sky130_fd_sc_hd__dfxtp_1 | 2 | 0.060 |
| sky130_fd_sc_hd__and2_1 | 1 | 0.0094 |
| sky130_fd_sc_hd__buf_6 | 1 | 0.017 |
| sky130_fd_sc_hd__inv_1 | 1 | 0.0056 |
| sky130_fd_sc_hd__nor2b_1 | 1 | 0.0094 |
## flip-flops by register name, summed over array words and instances (netlist names)
signal / count
temp1: 8
temp2: 8
valid_out2: 1
valid_out1: 1
## layout make-up
cell class	instances	share of cell area
Timing Repair Buffer	27	0.225
Clock inverter	9	0.0268
Clock buffer	16	0.154
Tap cell	77	0.0764
Multi-Input combinational cell	10	0.105
Sequential cell	18	0.413
## cell families after synthesis
kind of cell  Yosys count
buf+inv                 2
flops                  18
mux                     8
simple gates            2
## power by group
part | leakage (nW) | switching (mW) | internal (mW)
logic | 0.139 | 0.0273 | 0.0903
registers | 0.173 | 0.0113 | 0.803
clock network | 0.217 | 0.639 | 1.28
total | 0.530 | 0.678 | 2.18
## routing by layer
metal / GRT usage / part of all wire / up-vias
met5: 0 / 0 / -
met4: 0.0380 / 0.052 / 0
met3: 0.0341 / 0.17 / 13
met2: 0.0425 / 0.48 / 26
met1: 0.0234 / 0.29 / 194
li1: - / - / 212
## worst paths after layout
path                        endpoint  slack [ns]  cells past startpoint
hold / removal    temp1[7]$_DFFE_PP_        0.41                      1
setup / recovery              out[6]       -0.84                      2
Power and IR drop assume default switching activity.
