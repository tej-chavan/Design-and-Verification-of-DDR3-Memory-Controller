===== flow/run.sh =====
#!/bin/bash
# OpenROAD 26Q1-2900-gdf79404cd8, Yosys 0.63+post, stock flow scripts
make -C /OpenROAD-flow-scripts/flow DESIGN_CONFIG=/design/flow/config.mk WORK_HOME=/design/flow/orfs finish

===== flow/config.mk =====
export PLATFORM = sky130hd
export DESIGN_NAME = counter
export DESIGN_NICKNAME = counter
export VERILOG_FILES = /design/flow/design.v
export SDC_FILE = /design/flow/constraint.sdc
export NUM_CORES = 4
export LEC_CHECK = 1
export CORE_UTILIZATION = 50

===== flow/constraint.sdc =====
current_design counter

set clk_period 11.7
set clk_io_pct 0.2

create_clock -name clk0 -period $clk_period [get_ports {clock}]

set non_clock_inputs [all_inputs -no_clocks]
set_input_delay [expr $clk_period * $clk_io_pct] -clock clk0 $non_clock_inputs
set_output_delay [expr $clk_period * $clk_io_pct] -clock clk0 [all_outputs]

===== flow/design.v =====
module counter (                            
	input  logic       clock    ,           
	input  logic       reset    ,           
	input  logic       en,                  
	input  logic [31:0] max_count,          
	output bit         done     ,           
	output logic [31:0] count               
);
	always@(posedge clock) begin            
		if((reset) | (count==max_count-1))  
			count <= 0;                     
		else if(en)                         
			count <= count+1;               
	end
	assign done = (count==max_count-1);     
endmodule                                   

==> run_results.csv <==
group,metric,value,unit
run_status,status,"complete, no violations",
critical_path,start_kind,"input pin",
synthesis,topCellsByArea,"dfxtp_1 22%, xnor2_1 12%, xor2_1 7.3%, a211oi_1 3.9%, nand2b_1 3.7%",
route,antenna_cells,0,
synthesis,syn_area_per_cell,7.96,um^2
grt,grt_use_met2,37.5,%
floorplan,core-area,5510,um^2
critical_path,worstReg2RegEnd,"count[3]",
placement,dpl-instance-area,3580,um^2
synthesis,ys_seq_share,22.3,%
critical_path,critical_path.startpoint,"max_count[0]",
pwr,p_per_area,66.1,nW/um^2
pwr,vdd_drop_max,0.104,mV
floorplan,die_x,77.8,um
synthesis,top_cell_area_share,22.3,%
finish,fin_util,66.6,%
route,postRouteAntennaNets,0,
clock_network,cts_inserted_buffers,5,
hold_path,hold_start,"count[18]",
floorplan,rows,27,
critical_path,cp.arrival,6.03,ns
finish,largest_register_ffs,32,
clock_network,htree_levels,2,
route,vias,2870,
critical_path,path_max_fanout,33,
critical_path,endpoint_kind,"output port",
hold_path,hp-class,"flop to flop",
clock_network,post-cts-setup-buffer-count,0,
synthesis,ys_ff,32,
timing,rsz0062_at_grt,"false",
finish,reg.largest.list,"count: 32 flops",
synthesis,netlist_instances,361,
grt,grt_max_degree,34,
synthesis,synth-edff-count,0,
route,wirelength,7520,um
clock_network,clk_pin_slew_worst_paths,0.06,ns
finish,drive_above_1_share,6.90,%
critical_path,crit_buf_inv,4,
pwr,p_leak,1.15,nW
timing,max_slew_margin,53.3,%
job,maxCapViolations,0,
timing,skew,0.00254,ns
grt,overflow,0,
timing,setup_tns,0,ns
synthesis,ys_cells,361,
grt,grt_pass1_vias,2527,
timing,finalSetupViolCount,0,
synthesis,synth_warnings,1,
grt,grt_busiest_layer,"met1",
timing,worstMarginPinSlew,0.696,ns
timing,hold_viol_final,0,
critical_path,r2r_cells,8,
critical_path,cp-endpoint,"done",
critical_path,worstReg2RegStart,"count[12]",
critical_path,r2r_setup_slack,9.12,ns
critical_path,worstSetupPathType,"input pin to output port",
synthesis,synth.distinct_cells,63,
floorplan,dieHeight,77.8,um
synthesis,yosys_area,2870,um^2
synthesis,synthFlopType,"dfxtp_1",
clock_network,cts-resized-gates,0,
placement,io_buffers,67,
clock_network,cts_tree,"yes",
floorplan,ios,68,
critical_path,critical-path-slowest-cell,"or4_1",
timing,slew_violations,0,
grt,use_met1,43.4,%
synthesis,yosysTopAreaCell,"dfxtp_1",
finish,postLayoutCellArea,3670,um^2
timing,min_period,8.37,ns
synthesis,yosysMostFrequentCell,"xnor2_1",
route,drt-initial-drc-count,190,
grt,antenna_found_initial,0,
critical_path,cp_top_family,"simple AND/OR/NAND/NOR gates",
clock_network,cts-root-buf,"clkbuf_8",
route,drc,0,
finish,largest-register,"count",
synthesis,top_cells_by_count,"41 x xnor2_1, 32 x dfxtp_1, 24 x xor2_1, 21 x a21oi_1, 19 x nand2_1",
timing,max_freq,119,MHz
grt,grt_pass1_wl,12500,um
timing,layout_worst_path_cycle_share,71.6,%
synthesis,synth_area,2870,um^2
critical_path,cp_common_cell,"clkdlybuf4s50_1",
grt,groute.usage.overall,26.3,%
route,vias_per_cell,5.83,
route,firstDrtPassIters,4,
placement,place_hpwl,5630,um
synthesis,synthArstFlopShare,0,%
critical_path,path_cells,"clkdlybuf4s50_1 > inv_1 > ha_1 > nor3b_1 > nand3_1 > or4_1 > o221ai_1 > a21oi_1 > nor4_4 > buf_4 > and2_1 > clkdlybuf4s50_1",
grt,use_met3,3.46,%
floorplan,dieArea,6060,um^2
clock_network,clock_path_buffers,2,
floorplan,core_util_floorplan,52.2,%
clock_network,cts_sinks,32,
finish,area_growth,27.6,%
clock_network,clock_latency,0.28,ns
route,avgRoutedWirePerCell,15.3,um
critical_path,slowest_delay,0.55,ns
critical_path,critical_path_depth,12,
job,warning_count,26,
critical_path,required,9.36,ns
placement,place.gp.congestion,0.932,
clock_network,cts_hold_buf,0,
-- area by class of cell --
class,instances,area [um^2]
well taps,72,90.1
clock buffers,8,90.1
repair buffers,71,701
fillers,477,1840
inverters,13,48.8
multi-input cells,296,2100
flip-flops and latches,32,641
-- layer usage --
metal | vias to the layer above | share of wire (%) | wire length (um)
li1 | 1462 | - | -
met1 | 1312 | 51 | 3820
met2 | 90 | 42 | 3150
met3 | 6 | 6.4 | 478
met4 | 0 | 0.86 | 65
met5 | - | 0 | 0
-- where the power goes --
part	total (mW)	switching, mW	internal (mW)
clock network	0.0871	0.0392	0.0479
logic	0.0438	0.0206	0.0232
registers	0.111	0.00173	0.110
-- worst min path at each step --
stage            to  slack [ns]  cells after the start
4_1_cts   count[18]        0.64                      2
5_1_grt   count[10]        0.66                      2
6_report  count[18]        0.63                      2
-- cell usage in the layout, fill, tap and decap left out, types with 2 or more instances in the layout --
master | synthesis | final
a2111oi_0 | 2 | 2
a211oi_1 | 15 | 15
a21o_1 | 2 | 2
a21oi_1 | 21 | 21
and2_1 | 2 | 2
and3_1 | 4 | 4
buf_4 | 1 | 4
clkbuf_1 | 10 | 2
clkbuf_8 | 0 | 6
clkdlybuf4s50_1 | 0 | 67
dfxtp_1 | 32 | 32
ha_1 | 2 | 2
inv_1 | 13 | 13
mux2i_1 | 3 | 3
nand2_1 | 19 | 19
nand2b_1 | 17 | 17
nand3_1 | 16 | 16
nand3b_1 | 3 | 3
nand4_1 | 11 | 11
nor2_1 | 16 | 16
nor3_1 | 18 | 18
nor4_1 | 16 | 16
nor4_2 | 2 | 2
nor4_4 | 3 | 3
o211a_1 | 3 | 3
o211ai_1 | 3 | 3
o21ai_0 | 3 | 3
o311a_1 | 2 | 2
o31a_1 | 2 | 2
o41ai_1 | 2 | 2
or2_2 | 3 | 3
or3_1 | 7 | 7
or4_1 | 5 | 5
or4b_2 | 2 | 2
xnor2_1 | 41 | 41
xor2_1 | 24 | 24
-- tightest hold or removal path: stages, from the launching register on --
cell	delay [ns]
dfxtp_1	0.37
xnor2_1	0.17
a211oi_1	0.04
-- metrics by stage --
| step | setup WS [ns] | std cells | hold slack, ns | total power, mW |
|---|---|---|---|---|
| 2_1_floorplan | 4.67 | 361 | 0.539 | 0.136 |
| 3_3_place_gp | 3.37 | 484 | 0.620 | 0.157 |
| 3_5_place_dp | 3.35 | 484 | 0.628 | 0.157 |
| 4_1_cts | 3.32 | 492 | 0.638 | 0.244 |
| 5_1_grt | 2.96 | 492 | 0.661 | 0.254 |
| 6_report | 3.33 | 492 | 0.634 | 0.242 |
-- cells by family after synthesis --
| family | share of synthesized area, % |
|---|---|
| muxes | 1.44 |
| xor gates and xnor gates | 19.8 |
| buffers and inverters | 4.75 |
| DFF | 22.3 |
| AOI/OAI and AO/OA | 17.3 |
| adders and majority gates | 0.871 |
| and+or+nand+nor | 33.6 |
Power figures rest on the tool's default switching activity, not on a simulated workload.
