File: flow/config.mk
export PLATFORM = sky130hd
export DESIGN_NAME = read_burst
export DESIGN_NICKNAME = read_burst
export VERILOG_FILES = /design/flow/design.v
export SDC_FILE = /design/flow/constraint.sdc
export NUM_CORES = 4
export LEC_CHECK = 1
export CORE_AREA = 10 10 85 85
export DIE_AREA = 0 0 95 95
File: flow/constraint.sdc
current_design read_burst

set clk_period 1.0
set clk_io_pct 0.2

create_clock -name clk0 -period $clk_period [get_ports {clock}]

set non_clock_inputs [all_inputs -no_clocks]
set_input_delay [expr $clk_period * $clk_io_pct] -clock clk0 $non_clock_inputs
set_output_delay [expr $clk_period * $clk_io_pct] -clock clk0 [all_outputs]
File: flow/design.v
module read_burst #(parameter BW = 8)(input logic clock,    
				  input logic [BW-1:0] data_in,             
				  output logic [BW*2-1:0] out);             
logic [BW-1:0] temp1;								        
logic [BW-1:0] temp2;
logic valid_out;								            
always @ (posedge clock) begin             
	temp2 <= data_in;
end
always @ (negedge clock) begin             
	temp1 <= data_in;
end
always_ff @ (negedge clock) begin          
	out <= {temp2, temp1};
end
endmodule  
File: flow/run.sh
#!/bin/bash
# OpenROAD 26Q1-2900-gdf79404cd8, Yosys 0.63+post, stock flow scripts
make -C /OpenROAD-flow-scripts/flow DESIGN_CONFIG=/design/flow/config.mk WORK_HOME=/design/flow/orfs finish
==> results_slide.txt <==
Synthesis and Place & Route Summary

GRT
  – Global-route wire length before repair: roughly 1.9 mm
  – GR Overflow Total: 0
  – Tot GR Track Use: ~2.8%
  – Maximum number of pins on one net before global-route repair: 11
  – Via count of the first global-routing pass: just under 400
  – Number of antenna violations at the first check in global routing: 0

Placed design
  – Total placed cells including tap cells: approximately 130
  – DP Area: approximately 970 um^2
  – GPL Wtd Cong: roughly 0.65
  – IO Port Bufs: 24

Floorplanning
  – Core Box Area: 0.005473 mm^2
  – Y dimension of the die: ~95 um
  – Number of top-level pins: 25
  – Site row count: 27
  – Initial core utilization: approximately an eighth
  – Chip Area: between 0.009 and 0.01 mm^2
  – Overall die width: ~95 um

Yosys
  – Top post-synthesis cells by count: 32 x dfxtp_1, 1 x inv_1
  – Total cell area reported by yosys after synthesis: 644.4 um^2
  – Synthesized area divided by synthesized cell count: a little under 20 um^2
  – Most popular library cell in the synthesized design by count: dfxtp_1
  – Number of warnings printed during yosys synthesis: 1
  – Sequential cell area fraction in the yosys report: 99.42%
  – Cell types with the largest area share after synthesis: dfxtp_1 99%, inv_1 0.58%
  – Number of enable flip-flop cells: 0
  – Number of standard cells reported by yosys: 33
  – Post-synthesis instance area: around 640 um^2
  – Cell variety after synth: 2
  – Top cell type's share of synthesized area: 99.42%
  – Most instantiated flip-flop cell in the synthesis netlist: dfxtp_1
  – Flops after synth: 32
  – Share of flip-flops with an asynchronous set or reset after synthesis: 0%
  – Cells after synthesis: 33
  – Library cell occupying the most area in the post-synthesis netlist: dfxtp_1

Flow run
  – Total tool warning count: 51
  – Max_cap viols: 0

Clock network
  – Buffers inserted by post-CTS timing repair: 0
  – Number of buffers created by CTS: 5
  – Clock tree from TritonCTS: done
  – Number of sinks on the clock net: 32
  – Clock-pin slew of the registers on the worst-case setup and hold paths: approximately 0.030 ns
  – Total number of H-tree levels: 2
  – Clock latency on the worst-skew pair: about 0.33 ns
  – Number of buffers between clock root and the deepest sink: 2
  – Clock Tree Root: clkbuf_8

Power and ir drop
  – Clock network power share: between 40% and 50%
  – Internal power: between 0.002 and 0.0025 W
  – Static Leak: 0.5371 nW
  – Net switching share of the total power: around 25%
  – Worst voltage drop across the vdd grid: 0.9666 mV
  – Total power divided by cell area: between 2000 and 3000 mW/mm^2
  – Psw: 0.0006799 W
  – Share of total power in combinational logic: 2.3%
  – Sequential fraction of design power: 50.8%

Min path
  – Startpoint of the tightest hold check path: temp1[0]$_DFF_N_
  – Class of the most critical hold timing path: flop to flop

Critical path
  – Category of the worst setup path launch point: flop
  – Critical Path RT: ~0.80 ns
  – Worst path slowest cell: dfxtp_2
  – Highest net fanout along the worst path: 1
  – Worst-path cell chain: buf_2
  – Critical path start-end classification: flop to output pin
  – CP peak stage delay: about 0.3 ns
  – Reg-to-Reg Start: temp2[5]$_DFF_P_
  – Worst EP arrival: around 1.2 ns
  – Largest delay share family, worst path: flip-flops
  – Number of buffers and inverters on the critical path: 1
  – Setup crit end kind: output pin
  – Source of the critical timing path: out[8]$_DFF_N_

Final timing
  – Slack of the critical path: -0.4378 ns
  – RSZ-0062 raised after global routing: yes
  – Worst-margin pin slew: 0.08590 ns
  – Setup Skew: approximately 0.065 ns
  – Worst rel slew slack: a little over nine tenths
  – Number of hold violations in the final report: 0
  – Final number of setup-violating endpoints: 16
  – Number of max-slew violations in the final report: 0

Detailed routing
  – Routed WL: 1.236 mm
  – Detailed Routing Iterations Pass 1: 3
  – Number of antenna-violating nets in the routed design: 0
  – Number of violations reported at the end of detailed-routing iteration 0: 4
  – Ant diodes: 0
  – Detailed-route DRC error count: 0
  – Routed len/inst: just under 8 um
  – Routed via count: about 380
  – Vias per inst: 2.356

Cells and area
  – Multi-input gate count: 0
  – Share of cells above drive strength 1: approximately 28%
  – Final standard cell utilization of the core: just under 20%
  – Finished layout cell area: approximately 0.0011 mm^2
  – Fillcell total: 600
  – Filler-free cell count of the finished design: about 160
  – Growth of design area from synthesis to finish: 65.44%
  – Total area of multi-input combinational cells: 0 um^2

Status
  – Violations in the final reports: negative setup slack
  – Status: finished with violations
[power groups by stage]
stage,registers [W],logic [W],clock network (W)
finish,0.00137,0.0000628,0.00126
global route,0.00137,0.0000685,0.00145
CTS,0.00137,0.0000659,0.00130
[cells by family after synthesis]
logic type	count (synthesis)	synth area share [%]
buffers and inverters	1	0.5820
flip-flops	32	99.42
[layout make-up]
type	instances	area, um^2	area share, %
Clock inverter	26	100.1	9.390
Clock buffer	6	72.57	6.808
Timing Repair Buffer	24	160.2	15.02
Sequential cell	32	643.1	60.33
Tap cell	72	90.09	8.451
[path summary, 6_finish.rpt]
check	slack, ns	endpoint	cells after the start
max	-0.44	out[8]	1
min	0.32	out[0]$_DFF_N_	0
max reg2reg	0.14	out[13]$_DFF_N_	0
min reg2reg	0.32	out[0]$_DFF_N_	0
[routing by layer]
layer	track usage, %	part of all wire, %	vias to the layer above
li1	-	-	205
met1	2.517	33	159
met2	5.149	58	10
met3	1.683	6.4	3
met4	0.6234	3.1	0
met5	0	0	-
[sequential cells by signal (all words and copies together), names as in the netlist]
signal,count
out,16
temp1,8
temp2,8
[through the flow]
step	total power [W]	hold WS [ns]	setup TNS, ns	worst slack [ns]
final	0.002689	0.3153	-6.720	-0.4378
after floorplan	0.001528	0.2277	0	0.03849
after global placement	0.001632	0.3106	-9.135	-0.4554
after CTS	0.002736	0.3153	-6.912	-0.4460
after detailed placement	0.001638	0.3121	-9.355	-0.4772
after global routing	0.002887	0.3175	-7.306	-0.4832
[cell usage in the layout (no fill, tap or decap)]
master | Yosys | layout
clkinv_2 | 0 | 2
inv_1 | 1 | 24
clkbuf_1 | 0 | 1
dfxtp_2 | 0 | 2
clkdlybuf4s50_1 | 0 | 8
clkbuf_8 | 0 | 5
dfxtp_1 | 32 | 30
buf_2 | 0 | 16
[timing repair]
item,CTS,global route
gates resized,48,2
hold buffers,0,0
endpoints found under the setup margin,16,16
No activity file was given, so power comes from the tool's default toggle rates.
